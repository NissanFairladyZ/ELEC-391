==> ./design.v <==
module imm_product(
  input signed [15:0] in1,  
  input signed [15:0] in2,  
  output  signed [15:0] prod_ab
);
wire signed [31:0] c;
wire signed [31:0] a, b;
wire signed [63:0] product;  
assign a = { {16{in1[15]}}, in1[15:0] };  
assign b = { {16{in2[15]}}, in2[15:0] };  
assign product = a * b;
assign c = product >>> 13;
assign prod_ab = c[15:0];
endmodule
module impulse_response_2(out1, out2, out3, out4, out5, out6, out7, out8,
  out9, out10, out11, out12, out13, out14, out15, out16, out17, out18,
  out19, out20, out21, out22, out23, out24 ,out25, out26, out27, out28,
  out29, out30, out31, out32, out33, out34, out35, out36, out37, out38, out39,
  out40, out41, out42, out43, out44, out45, out46, out47, out48, out49,
  out50, out51, out52, out53, out54, out55 ,out56, out57, out58, out59,
  out60, out61, out62, out63, out64, out65);
  output [15:0] out1, out2, out3, out4, out5, out6, out7, out8,
  out9, out10, out11, out12, out13, out14, out15, out16, out17, out18,
  out19, out20, out21, out22, out23, out24 ,out25, out26, out27, out28,
  out29, out30, out31, out32, out33, out34, out35, out36, out37, out38, out39,
  out40, out41, out42, out43, out44, out45, out46, out47, out48, out49,
  out50, out51, out52, out53, out54, out55 ,out56, out57, out58, out59,
  out60, out61, out62, out63, out64, out65;
  assign out1 = 16'b1111111111110101; 
  assign out2 = 16'b0000000000001101; 
  assign out3 = 16'b0000000000011101; 
  assign out4 = 16'b0000000000010110; 
  assign out5 = 16'b1111111111111100; 
  assign out6 = 16'b1111111111100100; 
  assign out7 = 16'b1111111111100101; 
  assign out8 = 16'b0000000000000000; 
  assign out9 = 16'b0000000000100000; 
  assign out10 = 16'b0000000000100110; 
  assign out11 = 16'b0000000000000101; 
  assign out12 = 16'b1111111111010011; 
  assign out13 = 16'b1111111110111011; 
  assign out14 = 16'b1111111111011111; 
  assign out15 = 16'b0000000000110001; 
  assign out16 = 16'b0000000001111001; 
  assign out17 = 16'b0000000001110000; 
  assign out18 = 16'b0000000000000000; 
  assign out19 = 16'b1111111101100101; 
  assign out20 = 16'b1111111100010010; 
  assign out21 = 16'b1111111101100110; 
  assign out22 = 16'b0000000001010111; 
  assign out23 = 16'b0000000101011011; 
  assign out24 = 16'b0000000110101001; 
  assign out25 = 16'b0000000010111110; 
  assign out26 = 16'b1111111011011001; 
  assign out27 = 16'b1111110100001100; 
  assign out28 = 16'b1111110011001101; 
  assign out29 = 16'b1111111100100101; 
  assign out30 = 16'b0000010000001001; 
  assign out31 = 16'b0000101000001000; 
  assign out32 = 16'b0000111011110111; 
  assign out33 = 16'b0001000011100000; 
  assign out34 =16'b0000111011110111; 
  assign out35 =16'b0000101000001000; 
  assign out36 =16'b0000010000001001; 
  assign out37 =16'b1111111100100101; 
  assign out38 =16'b1111110011001101; 
  assign out39 =16'b1111110100001100; 
  assign out40 =16'b1111111011011001; 
  assign out41 =16'b0000000010111110; 
  assign out42 =16'b0000000110101001; 
  assign out43 =16'b0000000101011011;
  assign out44 =16'b0000000001010111;  
  assign out45 =16'b1111111101100110; 
  assign out46 =16'b1111111100010010; 
  assign out47 =16'b1111111101100101; 
  assign out48 =16'b0000000000000000;
  assign out49 =16'b0000000001110000;
  assign out50 =16'b0000000001111001; 
  assign out51 =16'b0000000000110001;
  assign out52 =16'b1111111111011111;
  assign out53 =16'b1111111110111011;
  assign out54 =16'b1111111111010011;
  assign out55 =16'b0000000000000101;
  assign out56 =16'b0000000000100110;
  assign out57 =16'b0000000000100000;
  assign out58 =16'b0000000000000000; 
  assign out59 =16'b1111111111100101;
  assign out60 =16'b1111111111100100;
  assign out61 =16'b1111111111111100;
  assign out62 =16'b0000000000010110;
  assign out63 =16'b0000000000011101;
  assign out64 =16'b0000000000001101; 
  assign out65 =16'b1111111111110101; 
endmodule
module transmitter_t2(symb_in, symb_out, clk, reset, read_ready);
  input clk, reset;
  input read_ready;
  input [15:0] symb_in;
  output reg [15:0] symb_out;
  integer i;
  reg [15:0] symb_reg [0:64]; 
  reg [1:0] counter;
  wire [15:0] out1, out2, out3, out4, out5, out6, out7, out8,
  out9, out10, out11, out12, out13, out14, out15, out16, out17, out18,
  out19, out20, out21, out22, out23, out24 ,out25, out26, out27, out28,
  out29, out30, out31, out32, out33, out34, out35, out36, out37, out38, out39,
  out40, out41, out42, out43, out44, out45, out46, out47, out48, out49,
  out50, out51, out52, out53, out54, out55 ,out56, out57, out58, out59,
  out60, out61, out62, out63, out64, out65;
  wire [15:0] toc1, toc2, toc3, toc4, toc5, toc6, toc7, toc8, toc9, toc10,
  toc11, toc12, toc13, toc14, toc15, toc16, toc17, toc18, toc19, toc20, toc21, toc22,
  toc23, toc24, toc25, toc26, toc27, toc28, toc29, toc30, toc31, toc32, toc33, toc34,
  toc35, toc36, toc37, toc38, toc39, toc40, toc41, toc42, toc43, toc44, toc45, toc46,
  toc47, toc48, toc49, toc50, toc51, toc52, toc53, toc54, toc55, toc56, toc57, toc58,
  toc59, toc60, toc61, toc62, toc63, toc64, toc65;
  impulse_response_2 imp(out1, out2, out3, out4, out5, out6, out7, out8,
  out9, out10, out11, out12, out13, out14, out15, out16, out17, out18,
  out19, out20, out21, out22, out23, out24 ,out25, out26, out27, out28,
  out29, out30, out31,out32, out33, out34, out35, out36, out37, out38, out39,
  out40, out41, out42, out43, out44, out45, out46, out47, out48, out49,
  out50, out51, out52, out53, out54, out55 ,out56, out57, out58, out59,
  out60, out61, out62, out63, out64, out65);  
imm_product x1(symb_reg[0], out1, toc1);
imm_product x2(symb_reg[1], out2, toc2);
imm_product x3(symb_reg[2], out3, toc3);
imm_product x4(symb_reg[3], out4, toc4);
imm_product x5(symb_reg[4], out5, toc5);
imm_product x6(symb_reg[5], out6, toc6);
imm_product x7(symb_reg[6], out7, toc7);
imm_product x8(symb_reg[7], out8, toc8);
imm_product x9(symb_reg[8], out9, toc9);
imm_product x10(symb_reg[9], out10, toc10);
imm_product x11(symb_reg[10], out11, toc11);
imm_product x12(symb_reg[11], out12, toc12);
imm_product x13(symb_reg[12], out13, toc13);
imm_product x14(symb_reg[13], out14, toc14);
imm_product x15(symb_reg[14], out15, toc15);
imm_product x16(symb_reg[15], out16, toc16);
imm_product x17(symb_reg[16], out17, toc17);
imm_product x18(symb_reg[17], out18, toc18);
imm_product x19(symb_reg[18], out19, toc19);
imm_product x20(symb_reg[19], out20, toc20);
imm_product x21(symb_reg[20], out21, toc21);
imm_product x22(symb_reg[21], out22, toc22);
imm_product x23(symb_reg[22], out23, toc23);
imm_product x24(symb_reg[23], out24, toc24);
imm_product x25(symb_reg[24], out25, toc25);
imm_product x26(symb_reg[25], out26, toc26);
imm_product x27(symb_reg[26], out27, toc27);
imm_product x28(symb_reg[27], out28, toc28);
imm_product x29(symb_reg[28], out29, toc29);
imm_product x30(symb_reg[29], out30, toc30);
imm_product x31(symb_reg[30], out31, toc31);
imm_product x32(symb_reg[31], out32, toc32);
imm_product x33(symb_reg[32], out33, toc33);
imm_product x34(symb_reg[33], out34, toc34);
imm_product x35(symb_reg[34], out35, toc35);
imm_product x36(symb_reg[35], out36, toc36);
imm_product x37(symb_reg[36], out37, toc37);
imm_product x38(symb_reg[37], out38, toc38);
imm_product x39(symb_reg[38], out39, toc39);
imm_product x40(symb_reg[39], out40, toc40);
imm_product x41(symb_reg[40], out41, toc41);
imm_product x42(symb_reg[41], out42, toc42);
imm_product x43(symb_reg[42], out43, toc43);
imm_product x44(symb_reg[43], out44, toc44);
imm_product x45(symb_reg[44], out45, toc45);
imm_product x46(symb_reg[45], out46, toc46);
imm_product x47(symb_reg[46], out47, toc47);
imm_product x48(symb_reg[47], out48, toc48);
imm_product x49(symb_reg[48], out49, toc49);
imm_product x50(symb_reg[49], out50, toc50);
imm_product x51(symb_reg[50], out51, toc51);
imm_product x52(symb_reg[51], out52, toc52);
imm_product x53(symb_reg[52], out53, toc53);
imm_product x54(symb_reg[53], out54, toc54);
imm_product x55(symb_reg[54], out55, toc55);
imm_product x56(symb_reg[55], out56, toc56);
imm_product x57(symb_reg[56], out57, toc57);
imm_product x58(symb_reg[57], out58, toc58);
imm_product x59(symb_reg[58], out59, toc59);
imm_product x60(symb_reg[59], out60, toc60);
imm_product x61(symb_reg[60], out61, toc61);
imm_product x62(symb_reg[61], out62, toc62);
imm_product x63(symb_reg[62], out63, toc63);
imm_product x64(symb_reg[63], out64, toc64);
imm_product x65(symb_reg[64], out65, toc65);
  always @(posedge clk) begin
    if (reset) begin
      for (i = 0; i < 65; i = i + 1) begin
        symb_reg[i] <= 16'b0000000000000000;
      end
      symb_out = 16'b0000000000000000;
    end else begin 
      if (read_ready == 1) begin
        symb_reg[0] <= symb_in;
      end else begin
        symb_reg[0] <= 0;
      end
      symb_reg[1] <= symb_reg[0]; symb_reg[2] <= symb_reg[1];
      symb_reg[3] <= symb_reg[2]; symb_reg[4] <= symb_reg[3];
      symb_reg[5] <= symb_reg[4]; symb_reg[6] <= symb_reg[5];
      symb_reg[7] <= symb_reg[6]; symb_reg[8] <= symb_reg[7];
      symb_reg[9] <= symb_reg[8]; symb_reg[10] <= symb_reg[9];
      symb_reg[11] <= symb_reg[10]; symb_reg[12] <= symb_reg[11];
      symb_reg[13] <= symb_reg[12]; symb_reg[14] <= symb_reg[13];
      symb_reg[15] <= symb_reg[14]; symb_reg[16] <= symb_reg[15];
      symb_reg[17] <= symb_reg[16]; symb_reg[18] <= symb_reg[17];
      symb_reg[19] <= symb_reg[18]; symb_reg[20] <= symb_reg[19];
      symb_reg[21] <= symb_reg[20]; symb_reg[22] <= symb_reg[21];
      symb_reg[23] <= symb_reg[22]; symb_reg[24] <= symb_reg[23];
      symb_reg[25] <= symb_reg[24]; symb_reg[26] <= symb_reg[25];
      symb_reg[27] <= symb_reg[26]; symb_reg[28] <= symb_reg[27];
      symb_reg[29] <= symb_reg[28]; symb_reg[30] <= symb_reg[29];
      symb_reg[31] <= symb_reg[30]; symb_reg[32] <= symb_reg[31];
      symb_reg[33] <= symb_reg[32]; symb_reg[34] <= symb_reg[33];
      symb_reg[35] <= symb_reg[34]; symb_reg[36] <= symb_reg[35];
      symb_reg[37] <= symb_reg[36]; symb_reg[38] <= symb_reg[37];
      symb_reg[39] <= symb_reg[38]; symb_reg[40] <= symb_reg[39];
      symb_reg[41] <= symb_reg[40]; symb_reg[42] <= symb_reg[41];
      symb_reg[43] <= symb_reg[42]; symb_reg[44] <= symb_reg[43];
      symb_reg[45] <= symb_reg[44]; symb_reg[46] <= symb_reg[45];
      symb_reg[47] <= symb_reg[46]; symb_reg[48] <= symb_reg[47];
      symb_reg[49] <= symb_reg[48]; symb_reg[50] <= symb_reg[49];
      symb_reg[51] <= symb_reg[50]; symb_reg[52] <= symb_reg[51];
      symb_reg[53] <= symb_reg[52]; symb_reg[54] <= symb_reg[53];
      symb_reg[55] <= symb_reg[54]; symb_reg[56] <= symb_reg[55];
      symb_reg[57] <= symb_reg[56]; symb_reg[58] <= symb_reg[57];
      symb_reg[59] <= symb_reg[58]; symb_reg[60] <= symb_reg[59];
      symb_reg[61] <= symb_reg[60]; symb_reg[62] <= symb_reg[61];
      symb_reg[63] <= symb_reg[62]; symb_reg[64] <= symb_reg[63]; 
      symb_out <= toc1 + toc2 + toc3 + toc4 + toc5 + toc6 + toc7 + toc8 +
                  toc9 + toc10 + toc11 + toc12 + toc13 + toc14 + toc15 +
                  toc16 + toc17 + toc18 + toc19 + toc20 + toc21 + toc22 + toc23 + toc24 +
                  toc25 + toc26 + toc27 + toc28 + toc29 + toc30 + toc31 + toc32 + toc33 + 
		  toc34 + toc35 + toc36 + toc37 + toc38 +
                  toc39 + toc40 + toc41 + toc42 + toc43 + toc44 + toc45 +
                  toc46 + toc47 + toc48 + toc49 + toc50 + toc51 + toc52 + toc53 + toc54 +
                  toc55 + toc56 + toc57 + toc58 + toc59 + toc60 + toc61+ toc62 + toc63 + toc64;
    end
  end
endmodule
==> ./run.sh <==
#!/bin/bash
# OpenROAD 26Q1-2900-gdf79404cd8, Yosys 0.63+post, stock flow scripts
make -C /OpenROAD-flow-scripts/flow DESIGN_CONFIG=/design/flow/config.mk WORK_HOME=/design/flow/orfs finish
==> ./config.mk <==
export PLATFORM = sky130hd
export DESIGN_NAME = transmitter_t2
export DESIGN_NICKNAME = transmitter_t2
export VERILOG_FILES = /design/flow/design.v
export SDC_FILE = /design/flow/constraint.sdc
export NUM_CORES = 4
export LEC_CHECK = 1
export CORE_UTILIZATION = 30
==> ./constraint.sdc <==
current_design transmitter_t2

set clk_period 13.6
set clk_io_pct 0.2

create_clock -name clk0 -period $clk_period [get_ports {clk}]

set non_clock_inputs [all_inputs -no_clocks]
set_input_delay [expr $clk_period * $clk_io_pct] -clock clk0 $non_clock_inputs
set_output_delay [expr $clk_period * $clk_io_pct] -clock clk0 [all_outputs]
==> load_flow_metrics.sql <==
-- implementation run metrics
INSERT INTO impl_metrics (metric_group, metric, value, unit) VALUES
('critical_path', 'path_max_fanout', '5', ''),
('routing', 'detail_route.wirelength', '353000', 'µm'),
('critical_path', 'timing.critical_path.buf_inv', '8', ''),
('sta', 'rsz_0062_raised_after_global_routing', 'no', ''),
('global_route', 'grt_first_pass_wirelength', '582000', 'µm'),
('power_and_ir_drop', 'power_density', '54.0', 'nW/µm²'),
('clock_tree', 'cts_tree', 'yes', ''),
('status', 'outcome', 'finished, final reports clean', ''),
('clock_tree', 'clk_root_buffer_cell', 'sky130_fd_sc_hd__clkbuf_16', ''),
('placement', 'gp_routability_congestion', '0.955', ''),
('sta', 'max-slew-margin-rel', '35.2', '%'),
('critical_path', 'cpPeakStageDelay', '0.59', 'ns'),
('logic_synthesis', 'ys_sh_mux', '0.382', '%'),
('sta', 'worst_pin_slew', '0.962', 'ns'),
('floorplanning', 'std_cell_rows', '269', ''),
('logic_synthesis', 'yosys-stat-area', '162000', 'µm²'),
('min_path', 'min_path_type', 'reg -> reg', ''),
('critical_path', 'required', '14.33', 'ns'),
('logic_synthesis', 'netlist_top_cells_area', 'sky130_fd_sc_hd__fa_1 (32%), sky130_fd_sc_hd__ha_1 (27%), sky130_fd_sc_hd__dfxtp_1 (13%)', ''),
('clock_tree', 'cts.htree.levels', '4', ''),
('sta', 'final-max-slew-violation-count', '0', ''),
('floorplanning', 'core_area', '537000', 'µm²'),
('layout', 'share_of_layout_cells_above_drive_strength_1', '2.86', '%'),
('critical_path', 'worst_setup_path_start_kind', 'flop', ''),
('global_route', 'gr-total-overflow', '0', ''),
('global_route', 'antenna_found_initial', '7', ''),
('clock_tree', 'clock_sink_count', '1040', ''),
('sta', 'max_freq', '77.0', 'MHz'),
('logic_synthesis', 'synthTopCellsByCount', 'sky130_fd_sc_hd__inv_1 (4836), sky130_fd_sc_hd__ha_1 (3503), sky130_fd_sc_hd__fa_1 (2566)', ''),
('logic_synthesis', 'synthCells', '16500', ''),
('critical_path', 'cp_common_cell', 'sky130_fd_sc_hd__fa_1', ''),
('logic_synthesis', 'edf_count', '0', ''),
('logic_synthesis', 'async_flop_share', '0', '%'),
('logic_synthesis', 'synth.cell_area', '162000', 'µm²'),
('flow_run', 'drv_cap', '0', ''),
('sta', 'finalClockPeriodUsage', '95.5', '%'),
('sta', 'finalCriticalPeriod', '12.99', 'ns'),
('logic_synthesis', 'xor_area_share', '4.51', '%'),
('logic_synthesis', 'synth.avg_cell_area', '9.83', 'µm²'),
('floorplanning', 'die_w', '737', 'µm'),
('logic_synthesis', 'top_area_cell', 'sky130_fd_sc_hd__fa_1', ''),
('sta', 'report.final.setup_viol', '0', ''),
('power_and_ir_drop', 'power.ir.vdd_worst', '0.000136', 'V'),
('sta', 'fin_worst_skew', '0.0922', 'ns'),
('critical_path', 'critical_path.slowest_cell', 'sky130_fd_sc_hd__fa_1', ''),
('critical_path', 'worst_endpoint_data_arrival_time', '13.72', 'ns'),
('critical_path', 'path_class', 'reg -> reg', ''),
('clock_tree', 'cts_made_buffers', '142', ''),
('floorplanning', 'design.portCount', '35', ''),
('logic_synthesis', 'netlist-cell-type-count', '83', ''),
('sta', 'finalHoldViolations', '0', ''),
('clock_tree', 'clock.latency.late_pin', '0.87', 'ns'),
('clock_tree', 'clk_transition_reported_paths', '0.06', 'ns'),
('logic_synthesis', 'yosys.area.top_type_share', '31.7', '%'),
('logic_synthesis', 'synth_simple_gate_area_share', '7.15', '%'),
('critical_path', 'crit_path_end_kind', 'flop', ''),
('placement', 'portBuffers', '34', ''),
('global_route', 'first_global_vias', '108000', ''),
('placement', 'dp_hpwl', '311000', 'µm'),
('routing', 'routed_via_density', '4.20', ''),
('floorplanning', 'fp_util', '30.2', '%'),
('routing', 'routed_wire_length_per_instance', '14.8', 'µm'),
('layout', 'layout-area-overhead-vs-synth', '8.79', '%'),
('routing', 'drtAntennaViolNets', '0', ''),
('logic_synthesis', 'postSynthRegisterBits', '1040', ''),
('global_route', 'globalRouteTotalUtil', '14.2', '%'),
('logic_synthesis', 'synth.most_common_cell', 'sky130_fd_sc_hd__inv_1', ''),
('logic_synthesis', 'synth_stat.cells', '16500', ''),
('routing', 'via_count', '100000', ''),
('routing', 'drcViolationCount', '0', ''),
('floorplanning', 'die_h', '737', 'µm');
==> cell type report <==
class	count	area, µm²
Timing Repair Buffer	99	846
Fill cell	54200	361000
Sequential cell	1040	20800
Clock inverter	74	916
Inverter	4839	18200
Multi-Input combinational cell	10500	123000
Clock buffer	181	3980
Antenna cell	2	5.00
Tap cell	7181	8980
==> placed cells by master (no fill, tap or decap), drive strengths merged, types with 60 or more instances in the layout <==
cell type	count
inv	4843
ha	3503
fa	2566
dfxtp	1040
nor2	980
xnor2	543
nor2b	533
a21oi	297
xor2	279
o21ai	202
a21o	195
nand2	188
clkbuf	181
nor3	170
o21a	115
nand3	113
or2	85
or3	67
buf	66
nand2b	60
==> cell families (layout without fill, tap and decap cells) <==
kind of cell,Yosys count,after routing
muxes,57,57
other,0,2
xor gates and xnor gates,827,827
adders and majority gates,6069,6069
and+or+nand+nor,2359,2359
DFF,1040,1040
buffers and inverters,4977,5193
AOI/OAI and AO/OA,1152,1152
==> worst reg2reg max path, delay by kind of cell (launching register included) <==
family	cells	cell delay, ns
adder cells (fa/ha/maj)	16	7.52
AND-OR/OR-AND	13	2.50
AND/OR/NAND/NOR	6	0.87
XOR/XNOR	3	0.80
buffers and inverters	8	0.67
flip-flops	1	0.49
==> report_power, final <==
group	leakage [nW]	internal (mW)	switching [mW]
clock network	2.38	2.39	1.64
logic	86.7	0.911	1.50
registers	8.38	3.08	0.0128
total	97.5	6.38	3.14
==> routing by layer <==
metal | part of all wire [%] | vias up | global-route usage, %
met5 | 0.11 | - | 0.441
met1 | 43 | 47500 | 18.9
met4 | 2.7 | 16 | 2.83
li1 | - | 50600 | -
met2 | 45 | 1677 | 22.0
met3 | 9.9 | 400 | 6.29
==> stage by stage <==
stage,power (mW),std cells,util (%),cell area [µm²],worst slack (ns)
6_report,9.52,23900,32.8,176000,0.611
5_1_grt,10.1,23900,32.8,176000,0.00746
2_1_floorplan,4.40,16500,-,162000,1.37
4_1_cts,9.70,23900,32.8,176000,0.391
3_5_place_dp,5.56,23600,31.9,171000,0.433
3_3_place_gp,5.58,23600,31.9,171000,0.355
==> timing repair <==
| item | CTS | global route |
|---|---|---|
| gates resized | 0 | 8 |
| setup buffers | 0 | 1 |
| endpoints found under the setup margin | 0 | 1 |
| hold buffers | 0 | 0 |
==> path summary, 6_finish.rpt <==
path | slack [ns] | cells after the start | start | endpoint
max | 0.61 | 46 | symb_reg[22][8] | symb_out[15]
min | 0.39 | 1 | symb_reg[57][2] | symb_reg[58][2]
max reg2reg | 0.61 | 46 | symb_reg[22][8] | symb_out[15]
min reg2reg | 0.39 | 1 | symb_reg[57][2] | symb_reg[58][2]
No activity file was given, so power comes from the tool's default toggle rates.
