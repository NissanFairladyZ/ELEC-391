[config.mk]
export PLATFORM = sky130hd
export DESIGN_NAME = reciever_t2
export DESIGN_NICKNAME = reciever_t2
export VERILOG_FILES = /design/flow/design.v
export SDC_FILE = /design/flow/constraint.sdc
export NUM_CORES = 4
export LEC_CHECK = 1
export CORE_UTILIZATION = 50
[constraint.sdc]
current_design reciever_t2

set clk_period 13.7
set clk_io_pct 0.2

create_clock -name clk0 -period $clk_period [get_ports {clk}]

set non_clock_inputs [all_inputs -no_clocks]
set_input_delay [expr $clk_period * $clk_io_pct] -clock clk0 $non_clock_inputs
set_output_delay [expr $clk_period * $clk_io_pct] -clock clk0 [all_outputs]
[design.v]
module inv_impulse_response_2(out1, out2, out3, out4, out5, out6, out7, out8,
  out9, out10, out11, out12, out13, out14, out15, out16, out17, out18,
  out19, out20, out21, out22, out23, out24 ,out25, out26, out27, out28,
  out29, out30, out31, out32, out33, out34, out35, out36, out37, out38, out39,
  out40, out41, out42, out43, out44, out45, out46, out47, out48, out49,
  out50, out51, out52, out53, out54, out55 ,out56, out57, out58, out59,
  out60, out61, out62, out63, out64, out65);
  output [15:0] out1, out2, out3, out4, out5, out6, out7, out8,
  out9, out10, out11, out12, out13, out14, out15, out16, out17, out18,
  out19, out20, out21, out22, out23, out24 ,out25, out26, out27, out28,
  out29, out30, out31, out32, out33, out34, out35, out36, out37, out38, out39,
  out40, out41, out42, out43, out44, out45, out46, out47, out48, out49,
  out50, out51, out52, out53, out54, out55 ,out56, out57, out58, out59,
  out60, out61, out62, out63, out64, out65;
  assign out1 = 16'b1111111111111101; 
  assign out2 = 16'b0000000000000011; 
  assign out3 = 16'b0000000000000111; 
  assign out4 = 16'b0000000000000110; 
  assign out5 = 16'b1111111111111111; 
  assign out6 = 16'b1111111111111001; 
  assign out7 = 16'b1111111111111001; 
  assign out8 = 16'b0000000000000000; 
  assign out9 = 16'b0000000000001000; 
  assign out10 = 16'b0000000000001010; 
  assign out11 = 16'b0000000000000001; 
  assign out12 = 16'b1111111111110101; 
  assign out13 = 16'b1111111111101111; 
  assign out14 = 16'b1111111111111000; 
  assign out15 = 16'b0000000000001100; 
  assign out16 = 16'b0000000000011110; 
  assign out17 = 16'b0000000000011100; 
  assign out18 = 16'b0000000000000000; 
  assign out19 = 16'b1111111111011001; 
  assign out20 = 16'b1111111111000100; 
  assign out21 = 16'b1111111111011001; 
  assign out22 = 16'b0000000000010110; 
  assign out23 = 16'b0000000001010111; 
  assign out24 = 16'b0000000001101010; 
  assign out25 = 16'b0000000000110000; 
  assign out26 = 16'b1111111110110110; 
  assign out27 = 16'b1111111101000011; 
  assign out28 = 16'b1111111100110011; 
  assign out29 = 16'b1111111111001010; 
  assign out30 = 16'b0000000100000010; 
  assign out31 = 16'b0000001010000010; 
  assign out32 = 16'b0000001110111110; 
  assign out33 = 16'b0000010000111000; 
  assign out34 =16'b0000001110111110; 
  assign out35 =16'b0000001010000010; 
  assign out36 =16'b0000000100000010; 
  assign out37 =16'b1111111111001010; 
  assign out38 =16'b1111111100110011; 
  assign out39 =16'b1111111101000011; 
  assign out40 =16'b1111111110110110; 
  assign out41 =16'b0000000000110000; 
  assign out42 =16'b0000000001101010; 
  assign out43 =16'b0000000001010111;
  assign out44 =16'b0000000000010110;  
  assign out45 =16'b1111111111011001; 
  assign out46 =16'b1111111111000100; 
  assign out47 =16'b1111111111011001; 
  assign out48 =16'b0000000000000000;
  assign out49 =16'b0000000000011100;
  assign out50 =16'b0000000000011110; 
  assign out51 =16'b0000000000001100;
  assign out52 =16'b1111111111111000;
  assign out53 =16'b1111111111101111;
  assign out54 =16'b1111111111110101;
  assign out55 =16'b0000000000000001;
  assign out56 =16'b0000000000001010;
  assign out57 =16'b0000000000001000;
  assign out58 =16'b0000000000000000; 
  assign out59 =16'b1111111111111001;
  assign out60 =16'b1111111111111001;
  assign out61 =16'b1111111111111111;
  assign out62 =16'b0000000000000110;
  assign out63 =16'b0000000000000111;
  assign out64 =16'b0000000000000011; 
  assign out65 =16'b1111111111111101; 
endmodule
module reciever_t2(symb_in, symb_out, clk, reset, read_ready);
  input clk, reset;
  input [15:0] symb_in;
  output reg [15:0] symb_out;
  input read_ready;
  reg [15:0] symb_reg [0:64]; 
  reg [1:0] counter;
  integer i;
 wire [15:0] out1, out2, out3, out4, out5, out6, out7, out8,
  out9, out10, out11, out12, out13, out14, out15, out16, out17, out18,
  out19, out20, out21, out22, out23, out24 ,out25, out26, out27, out28,
  out29, out30, out31, out32, out33, out34, out35, out36, out37, out38, out39,
  out40, out41, out42, out43, out44, out45, out46, out47, out48, out49,
  out50, out51, out52, out53, out54, out55 ,out56, out57, out58, out59,
  out60, out61, out62, out63, out64, out65;
wire [15:0] toc1, toc2, toc3, toc4, toc5, toc6, toc7, toc8, toc9, toc10,
  toc11, toc12, toc13, toc14, toc15, toc16, toc17, toc18, toc19, toc20, toc21, toc22,
  toc23, toc24, toc25, toc26, toc27, toc28, toc29, toc30, toc31, toc32, toc33, toc34,
  toc35, toc36, toc37, toc38, toc39, toc40, toc41, toc42, toc43, toc44, toc45, toc46,
  toc47, toc48, toc49, toc50, toc51, toc52, toc53, toc54, toc55, toc56, toc57, toc58,
  toc59, toc60, toc61, toc62, toc63, toc64, toc65;
  inv_impulse_response_2 imp(out1, out2, out3, out4, out5, out6, out7, out8,
  out9, out10, out11, out12, out13, out14, out15, out16, out17, out18,
  out19, out20, out21, out22, out23, out24 ,out25, out26, out27, out28,
  out29, out30, out31,out32, out33, out34, out35, out36, out37, out38, out39,
  out40, out41, out42, out43, out44, out45, out46, out47, out48, out49,
  out50, out51, out52, out53, out54, out55 ,out56, out57, out58, out59,
  out60, out61, out62, out63, out64, out65);  
imm_product x1(symb_reg[0], out1, toc1);
imm_product x2(symb_reg[1], out2, toc2);
imm_product x3(symb_reg[2], out3, toc3);
imm_product x4(symb_reg[3], out4, toc4);
imm_product x5(symb_reg[4], out5, toc5);
imm_product x6(symb_reg[5], out6, toc6);
imm_product x7(symb_reg[6], out7, toc7);
imm_product x8(symb_reg[7], out8, toc8);
imm_product x9(symb_reg[8], out9, toc9);
imm_product x10(symb_reg[9], out10, toc10);
imm_product x11(symb_reg[10], out11, toc11);
imm_product x12(symb_reg[11], out12, toc12);
imm_product x13(symb_reg[12], out13, toc13);
imm_product x14(symb_reg[13], out14, toc14);
imm_product x15(symb_reg[14], out15, toc15);
imm_product x16(symb_reg[15], out16, toc16);
imm_product x17(symb_reg[16], out17, toc17);
imm_product x18(symb_reg[17], out18, toc18);
imm_product x19(symb_reg[18], out19, toc19);
imm_product x20(symb_reg[19], out20, toc20);
imm_product x21(symb_reg[20], out21, toc21);
imm_product x22(symb_reg[21], out22, toc22);
imm_product x23(symb_reg[22], out23, toc23);
imm_product x24(symb_reg[23], out24, toc24);
imm_product x25(symb_reg[24], out25, toc25);
imm_product x26(symb_reg[25], out26, toc26);
imm_product x27(symb_reg[26], out27, toc27);
imm_product x28(symb_reg[27], out28, toc28);
imm_product x29(symb_reg[28], out29, toc29);
imm_product x30(symb_reg[29], out30, toc30);
imm_product x31(symb_reg[30], out31, toc31);
imm_product x32(symb_reg[31], out32, toc32);
imm_product x33(symb_reg[32], out33, toc33);
imm_product x34(symb_reg[33], out34, toc34);
imm_product x35(symb_reg[34], out35, toc35);
imm_product x36(symb_reg[35], out36, toc36);
imm_product x37(symb_reg[36], out37, toc37);
imm_product x38(symb_reg[37], out38, toc38);
imm_product x39(symb_reg[38], out39, toc39);
imm_product x40(symb_reg[39], out40, toc40);
imm_product x41(symb_reg[40], out41, toc41);
imm_product x42(symb_reg[41], out42, toc42);
imm_product x43(symb_reg[42], out43, toc43);
imm_product x44(symb_reg[43], out44, toc44);
imm_product x45(symb_reg[44], out45, toc45);
imm_product x46(symb_reg[45], out46, toc46);
imm_product x47(symb_reg[46], out47, toc47);
imm_product x48(symb_reg[47], out48, toc48);
imm_product x49(symb_reg[48], out49, toc49);
imm_product x50(symb_reg[49], out50, toc50);
imm_product x51(symb_reg[50], out51, toc51);
imm_product x52(symb_reg[51], out52, toc52);
imm_product x53(symb_reg[52], out53, toc53);
imm_product x54(symb_reg[53], out54, toc54);
imm_product x55(symb_reg[54], out55, toc55);
imm_product x56(symb_reg[55], out56, toc56);
imm_product x57(symb_reg[56], out57, toc57);
imm_product x58(symb_reg[57], out58, toc58);
imm_product x59(symb_reg[58], out59, toc59);
imm_product x60(symb_reg[59], out60, toc60);
imm_product x61(symb_reg[60], out61, toc61);
imm_product x62(symb_reg[61], out62, toc62);
imm_product x63(symb_reg[62], out63, toc63);
imm_product x64(symb_reg[63], out64, toc64);
imm_product x65(symb_reg[64], out65, toc65);
  always @(posedge clk) begin
      if (reset) begin
      for (i = 0; i < 65; i = i + 1) begin
        symb_reg[i] <= 16'b0000000000000000;
      end
      symb_out = 16'b0000000000000000;
    end else begin 
      if (read_ready == 1) begin
        symb_reg[0] <= symb_in;
      end else begin
        symb_reg[0] <= 0;
      end
      symb_reg[0] <= symb_in; 
      symb_reg[1] <= symb_reg[0]; symb_reg[2] <= symb_reg[1];
      symb_reg[3] <= symb_reg[2]; symb_reg[4] <= symb_reg[3];
      symb_reg[5] <= symb_reg[4]; symb_reg[6] <= symb_reg[5];
      symb_reg[7] <= symb_reg[6]; symb_reg[8] <= symb_reg[7];
      symb_reg[9] <= symb_reg[8]; symb_reg[10] <= symb_reg[9];
      symb_reg[11] <= symb_reg[10]; symb_reg[12] <= symb_reg[11];
      symb_reg[13] <= symb_reg[12]; symb_reg[14] <= symb_reg[13];
      symb_reg[15] <= symb_reg[14]; symb_reg[16] <= symb_reg[15];
      symb_reg[17] <= symb_reg[16]; symb_reg[18] <= symb_reg[17];
      symb_reg[19] <= symb_reg[18]; symb_reg[20] <= symb_reg[19];
      symb_reg[21] <= symb_reg[20]; symb_reg[22] <= symb_reg[21];
      symb_reg[23] <= symb_reg[22]; symb_reg[24] <= symb_reg[23];
      symb_reg[25] <= symb_reg[24]; symb_reg[26] <= symb_reg[25];
      symb_reg[27] <= symb_reg[26]; symb_reg[28] <= symb_reg[27];
      symb_reg[29] <= symb_reg[28]; symb_reg[30] <= symb_reg[29];
      symb_reg[31] <= symb_reg[30]; symb_reg[32] <= symb_reg[31];
      symb_reg[33] <= symb_reg[32]; symb_reg[34] <= symb_reg[33];
      symb_reg[35] <= symb_reg[34]; symb_reg[36] <= symb_reg[35];
      symb_reg[37] <= symb_reg[36]; symb_reg[38] <= symb_reg[37];
      symb_reg[39] <= symb_reg[38]; symb_reg[40] <= symb_reg[39];
      symb_reg[41] <= symb_reg[40]; symb_reg[42] <= symb_reg[41];
      symb_reg[43] <= symb_reg[42]; symb_reg[44] <= symb_reg[43];
      symb_reg[45] <= symb_reg[44]; symb_reg[46] <= symb_reg[45];
      symb_reg[47] <= symb_reg[46]; symb_reg[48] <= symb_reg[47];
      symb_reg[49] <= symb_reg[48]; symb_reg[50] <= symb_reg[49];
      symb_reg[51] <= symb_reg[50]; symb_reg[52] <= symb_reg[51];
      symb_reg[53] <= symb_reg[52]; symb_reg[54] <= symb_reg[53];
      symb_reg[55] <= symb_reg[54]; symb_reg[56] <= symb_reg[55];
      symb_reg[57] <= symb_reg[56]; symb_reg[58] <= symb_reg[57];
      symb_reg[59] <= symb_reg[58]; symb_reg[60] <= symb_reg[59];
      symb_reg[61] <= symb_reg[60]; symb_reg[62] <= symb_reg[61];
      symb_reg[63] <= symb_reg[62]; symb_reg[64] <= symb_reg[63]; 
      symb_out <= toc1 + toc2 + toc3 + toc4 + toc5 + toc6 + toc7 + toc8 +
                  toc9 + toc10 + toc11 + toc12 + toc13 + toc14 + toc15 +
                  toc16 + toc17 + toc18 + toc19 + toc20 + toc21 + toc22 + toc23 + toc24 +
                  toc25 + toc26 + toc27 + toc28 + toc29 + toc30 + toc31 + toc32 + toc33 + 
		  toc34 + toc35 + toc36 + toc37 + toc38 +
                  toc39 + toc40 + toc41 + toc42 + toc43 + toc44 + toc45 +
                  toc46 + toc47 + toc48 + toc49 + toc50 + toc51 + toc52 + toc53 + toc54 +
                  toc55 + toc56 + toc57 + toc58 + toc59 + toc60 + toc61+ toc62 + toc63 + toc64+toc65;
    end
  end
endmodule
module imm_product(
  input signed [15:0] in1,  
  input signed [15:0] in2,  
  output  signed [15:0] prod_ab
);
wire signed [31:0] c;
wire signed [31:0] a, b;
wire signed [63:0] product;  
assign a = { {16{in1[15]}}, in1[15:0] };  
assign b = { {16{in2[15]}}, in2[15:0] };  
assign product = a * b;
assign c = product >>> 13;
assign prod_ab = c[15:0];
endmodule
[run.sh]
#!/bin/bash
# OpenROAD 26Q1-2900-gdf79404cd8, Yosys 0.63+post, stock flow scripts
make -C /OpenROAD-flow-scripts/flow DESIGN_CONFIG=/design/flow/config.mk WORK_HOME=/design/flow/orfs finish
==> flow_summary.rst <==
Metrics
=======

.. list-table::
   :header-rows: 1

   * - Metric
     - Value
   * - Run status
     - complete, no violations
   * - Leakage
     - 70.95 nW
   * - Final weighted congestion of routability-driven global placement
     - 0.9406
   * - Fraction of synthesized cell area taken by the top area cell type
     - 27.67%
   * - Core ar.
     - 244100 um2
   * - Largest incremental delay on the critical path
     - 0.81 ns
   * - Total detailed-routing wirelength
     - 256.4 mm
   * - Req. time, crit path
     - 14.36 ns
   * - Hold_sp
     - symb_reg[47][3]
   * - Core Util, Final
     - 54.16%
   * - Final Cycle Share
     - 94.09%
   * - CTS Sinks
     - 1056
   * - Die x size
     - 498.4 um
   * - Unrepaired setup endpoints after global routing
     - false
   * - Yosys cell count
     - 12575
   * - Mean routed wirelength per cell
     - 16.05 um
   * - Slew Limit Headroom
     - 34.33%
   * - Post-route total power
     - 9.619 mW
   * - Registers, synthesis
     - 1056
   * - Final setup violation count
     - 0
   * - Worst flop-to-flop path startpoint
     - symb_reg[27][10]
   * - Flop2flop setup slack
     - 0.81 ns
   * - Worst vdd rail ir drop
     - 266.8 uV
   * - Length in cells of the worst reg-to-reg path
     - 37
   * - Largest net degree at the start of global routing
     - 160
   * - Flip-flop count of the largest register after layout
     - 1040
   * - Total instance count after detailed placement
     - 15727
   * - DR iter-0 viols
     - 2671
   * - DR DRC count
     - 0
   * - Clk latency late pin
     - 0.84 ns
   * - Highest attainable clock frequency
     - 77.58 MHz
   * - Data arrival, critical path
     - 13.55 ns
   * - Worst setup EP type
     - register
   * - Top cell type by total area after synthesis
     - sky130_fd_sc_hd__fa_1
   * - Count of standard-cell rows
     - 181
   * - Total Neg Setup Slack
     - 0 ns
   * - Area growth from synthesis to layout
     - 7.323%
   * - CTS H-Tree Depth
     - 4
   * - Final count of pins violating max slew
     - 0
   * - Measured slew at the worst slew-check pin
     - 0.9724 ns
   * - Min cycle time layout
     - 12.89 ns
   * - Most used DFF post-synth
     - sky130_fd_sc_hd__dfxtp_1
   * - Main area contributors
     - sky130_fd_sc_hd__fa_1 28%, sky130_fd_sc_hd__ha_1 26%, sky130_fd_sc_hd__dfxtp_1 17%, sky130_fd_sc_hd__inv_1 10%, sky130_fd_sc_hd__nor2b_1 3.0%
   * - Number of instances on the worst hold path
     - 1
   * - Synthesized chip area reported by yosys
     - 123200 um2
   * - Critical Path Fanout Max
     - 4
   * - Fraction of the yosys area taken by sequential cells
     - 17.16%
   * - Post-synthesis cell type count
     - 77
   * - Area of the mapped netlist
     - 123200 um2
   * - Antenna-violating nets left
     - 0
   * - Detail Placement HPWL
     - 221.6 mm
   * - CTS tree
     - done
   * - Final Hold Slack
     - 0.4096 ns
   * - Crit path launch type
     - register
   * - Final clock skew
     - 0.06240 ns
   * - Tool warning count
     - 195
   * - Clock Root Buffer
     - sky130_fd_sc_hd__clkbuf_16
   * - Total die area
     - 248400 um2
   * - Total power divided by cell area
     - 72.76 nW/um2
   * - Clock transition at the registers of the reported paths
     - 0.06 ns
   * - Class of the most critical setup path
     - register to register
   * - Vias per cell
     - 4.809
   * - Maximum Capacitance Violations
     - 0
   * - Quantity of I/O buffers inserted on ports
     - 33
   * - Worst hold-check path type
     - register to register
   * - Async set-reset flop share out of synthesis
     - 0%
   * - Number of buffers added by the clock tree synthesis step
     - 137
   * - Top-level port count
     - 35
   * - Slowest CP cell
     - sky130_fd_sc_hd__fa_1
   * - Die outline height
     - 498.4 um
   * - Pre-Place Util
     - 50.46%
   * - Mean cell area of the mapped netlist
     - 9.797 um2
   * - Cell type with the highest occurrence count on the critical path
     - sky130_fd_sc_hd__fa_1
   * - Final hold vios
     - 0
   * - Warning count from the yosys run
     - 3
   * - Count of mapped cells out of synthesis
     - 12575
   * - First-pass GRT wire length
     - 428.4 mm
   * - Hold path endpoint
     - symb_reg[48][3]
   * - Length of the first detailed-routing pass in iterations
     - 5
   * - Non-Filler Instances
     - 15978
   * - Gr ovfl total
     - 0
   * - Number of vias in the routed layout
     - 76836
   * - Buffers inserted during post-CTS setup optimization
     - 0
   * - Number of enable-type register cells in the synthesized netlist
     - 0
   * - Endpoint of the lowest-slack register-to-register path
     - symb_out[15]
   * - Global Route Usage Sum
     - 23.19%
   * - Layout cell share with drive strength beyond 1
     - 2.787%
   * - Number of antenna violations at the first check in global routing
     - 4
   * - Via count of the first global-routing pass
     - 81468
   * - Maximum clock path buffer count
     - 3
## kinds of logic after synthesis
| family | synth area share [%] |
|---|---|
| AND-OR/OR-AND | 4.858 |
| adder cells (fa/ha/maj) | 54.09 |
| buffers and inverters | 10.59 |
| AND/OR/NAND/NOR | 8.841 |
| multiplexers | 0.1981 |
| XOR/XNOR | 4.261 |
| flip-flops | 17.16 |
## cell type report
class                   instances  area [um2]
diodes                          1       2.502
clock buffers                 186        3812
clock inverters                64        1001
fillers                     20793      111900
inverters                    3352       12590
multi-input cells            8045       89010
flip-flops and latches       1056       21140
well taps                    3202        4006
repair buffers                 72       653.1
## per-layer routing
| layer | vias up | GRT usage [%] | wire (um) |
|---|---|---|---|
| met4 | 4 | 3.722 | 5377 |
| met5 | - | 0.7139 | 264 |
| li1 | 39028 | - | - |
| met1 | 36634 | 34.02 | 114900 |
| met3 | 252 | 7.234 | 17980 |
| met2 | 918 | 35.83 | 117900 |
## worst max-delay path, delay by kind of cell (launching register included)
kind / cells / cell delay, ns
fa+ha+maj: 15 / 7.17
buf+inv: 2 / 0.11
xor+xnor: 11 / 2.37
compound gates: 7 / 2.43
flops: 1 / 0.38
simple gates: 2 / 0.28
## worst max-delay path by stage
| stage | endpoint | cells past startpoint | slack [ns] | start |
|---|---|---|---|---|
| global route | symb_out[15] | 37 | 0.06 | symb_reg[27][10] |
| finish | symb_out[15] | 37 | 0.81 | symb_reg[27][10] |
| CTS | symb_out[15] | 37 | 0.54 | symb_reg[27][10] |
## per-stage QoR
| stage | worst slack, ns | cell area [um2] |
|---|---|---|
| 6_report | 0.8097 | 132200 |
| 5_1_grt | 0.06393 | 132200 |
| 4_1_cts | 0.5405 | 132200 |
| 3_5_place_dp | 0.6372 | 127400 |
| 3_3_place_gp | 0.6029 | 127400 |
| 2_1_floorplan | 1.841 | 123200 |
## cells in the mapped netlist, types with 20 or more instances
| cell | count |
|---|---|
| sky130_fd_sc_hd__and2_1 | 20 |
| sky130_fd_sc_hd__xor2_1 | 178 |
| sky130_fd_sc_hd__nand2_1 | 163 |
| sky130_fd_sc_hd__and3_1 | 39 |
| sky130_fd_sc_hd__or2_2 | 53 |
| sky130_fd_sc_hd__nor2_1 | 932 |
| sky130_fd_sc_hd__a31oi_1 | 26 |
| sky130_fd_sc_hd__nand4_1 | 30 |
| sky130_fd_sc_hd__o211ai_1 | 21 |
| sky130_fd_sc_hd__nor3_1 | 171 |
| sky130_fd_sc_hd__or3_1 | 40 |
| sky130_fd_sc_hd__nor2b_1 | 594 |
| sky130_fd_sc_hd__nand3_1 | 76 |
| sky130_fd_sc_hd__o21bai_1 | 32 |
| sky130_fd_sc_hd__ha_1 | 2601 |
| sky130_fd_sc_hd__a41o_1 | 26 |
| sky130_fd_sc_hd__o21a_1 | 111 |
| sky130_fd_sc_hd__clkbuf_1 | 120 |
| sky130_fd_sc_hd__inv_1 | 3350 |
| sky130_fd_sc_hd__a211oi_1 | 28 |
| sky130_fd_sc_hd__dfxtp_1 | 1056 |
| sky130_fd_sc_hd__a21oi_1 | 241 |
| sky130_fd_sc_hd__a21o_1 | 95 |
| sky130_fd_sc_hd__fa_1 | 1703 |
| sky130_fd_sc_hd__xnor2_1 | 411 |
| sky130_fd_sc_hd__o21ai_0 | 178 |
| sky130_fd_sc_hd__nand2b_1 | 44 |
## placed cells by master, fill, tap and decap left out, types with 14 or more instances in the layout
cell type,synthesis,routed
sky130_fd_sc_hd__ha_1,2601,2601
sky130_fd_sc_hd__nand4_1,30,30
sky130_fd_sc_hd__clkdlybuf4s50_1,0,32
sky130_fd_sc_hd__clkbuf_8,0,20
sky130_fd_sc_hd__nand2_1,163,163
sky130_fd_sc_hd__o211ai_1,21,21
sky130_fd_sc_hd__dfxtp_1,1056,1056
sky130_fd_sc_hd__a21o_1,95,95
sky130_fd_sc_hd__o21bai_1,32,32
sky130_fd_sc_hd__inv_1,3350,3350
sky130_fd_sc_hd__clkbuf_16,0,137
sky130_fd_sc_hd__a21oi_1,241,241
sky130_fd_sc_hd__clkinv_2,0,23
sky130_fd_sc_hd__o21a_1,111,111
sky130_fd_sc_hd__a2111oi_0,15,15
sky130_fd_sc_hd__or3_1,40,40
sky130_fd_sc_hd__clkbuf_1,120,29
sky130_fd_sc_hd__a211oi_1,28,28
sky130_fd_sc_hd__nor3_1,171,171
sky130_fd_sc_hd__buf_4,1,37
sky130_fd_sc_hd__o31ai_1,15,15
sky130_fd_sc_hd__nor4_1,19,19
sky130_fd_sc_hd__o21ai_0,178,178
sky130_fd_sc_hd__o2111ai_1,15,15
sky130_fd_sc_hd__a31oi_1,26,26
sky130_fd_sc_hd__bufinv_16,0,15
sky130_fd_sc_hd__nor2b_1,594,594
sky130_fd_sc_hd__nand2b_1,44,44
sky130_fd_sc_hd__and3_1,39,39
sky130_fd_sc_hd__fa_1,1703,1703
sky130_fd_sc_hd__xor2_1,178,178
sky130_fd_sc_hd__and2_1,20,20
sky130_fd_sc_hd__a41o_1,26,26
sky130_fd_sc_hd__nor2_1,932,932
sky130_fd_sc_hd__a31o_2,14,14
sky130_fd_sc_hd__xnor2_1,411,411
sky130_fd_sc_hd__or2_2,53,53
sky130_fd_sc_hd__nand3_1,76,76
## where the power goes
group / internal (mW) / total, mW / switching, mW
combinational: 1.11 / 2.68 / 1.56
clock: 2.27 / 3.81 / 1.54
sequential: 3.11 / 3.14 / 0.0225
total: 6.50 / 9.62 / 3.12
## repair_timing
item	in CTS	in global routing
endpoints found under the setup margin	0	1
resized	0	1
hold buffers	0	0
Power is estimated from default activity; no workload was simulated.
